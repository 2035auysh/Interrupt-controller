===== flow/config.mk =====
export PLATFORM = sky130hd
export DESIGN_NAME = priority_controller
export DESIGN_NICKNAME = priority_controller
export VERILOG_FILES = /design/flow/design.v
export SDC_FILE = /design/flow/constraint.sdc
export NUM_CORES = 4
export LEC_CHECK = 1
export CORE_AREA = 10 10 111 111
export DIE_AREA = 0 0 121 121

===== flow/constraint.sdc =====
current_design priority_controller

set clk_period 5.7
set clk_io_pct 0.2

create_clock -name clk0 -period $clk_period [get_ports {clk}]

set non_clock_inputs [all_inputs -no_clocks]
set_input_delay [expr $clk_period * $clk_io_pct] -clock clk0 $non_clock_inputs
set_output_delay [expr $clk_period * $clk_io_pct] -clock clk0 [all_outputs]

===== flow/design.v =====
`timescale 1ns / 1ps
module priority_controller #(
    parameter NUM_TASKS = 4,
    parameter TASK_ID_WIDTH = $clog2(NUM_TASKS)
) (
    input           clk,
    input           rst,
    input           start,
    input  [NUM_TASKS-1:0]                inp,
    input  [NUM_TASKS*TASK_ID_WIDTH-1:0]  priority_def,
    input  [NUM_TASKS-1:0]                resource_needed,
    output reg [NUM_TASKS-1:0]            out,
    output reg                            resource_locked,
    output reg [TASK_ID_WIDTH-1:0]        resource_owner
);
    reg [TASK_ID_WIDTH-1:0] value [NUM_TASKS-1:0];
    reg [NUM_TASKS-1:0]            next_out;
    reg [TASK_ID_WIDTH-1:0]        next_value [NUM_TASKS-1:0];
    reg                            next_resource_locked;
    reg [TASK_ID_WIDTH-1:0]        next_resource_owner;
    reg [TASK_ID_WIDTH-1:0] static_winner_id;
    reg [TASK_ID_WIDTH-1:0] static_winner_prio;
    reg [TASK_ID_WIDTH-1:0] owner_prio;
    integer i;
    reg found_winner;
    always @(posedge clk or posedge rst) begin
        if (rst) begin
            out <= 0;  
            resource_locked <= 1'b0;
            resource_owner  <= 0;
            for (i = 0; i < NUM_TASKS; i = i + 1) begin
                value[i] <= 0;
            end
        end else begin
            out <= next_out;
            resource_locked <= next_resource_locked;
            resource_owner  <= next_resource_owner;
            for (i = 0; i < NUM_TASKS; i = i + 1) begin
                value[i] <= next_value[i];
            end
        end
    end
    always @(*) begin
        next_out = out;
        next_resource_locked = resource_locked;
        next_resource_owner = resource_owner;
        for (i = 0; i < NUM_TASKS; i = i + 1) begin
            next_value[i] = value[i];
        end
        if (start) begin
            for (i = 0; i < NUM_TASKS; i = i + 1) begin
                next_value[i] = priority_def[i*TASK_ID_WIDTH +: TASK_ID_WIDTH];
            end
        end
        begin
            found_winner = 1'b0;
            static_winner_id = 0; 
            static_winner_prio = 0;
            for (i = NUM_TASKS - 1; i >= 0; i = i - 1) begin
                if (!found_winner && inp[value[i]]) begin
                    static_winner_id = value[i];
                    static_winner_prio = i;
                    found_winner = 1'b1;
                end
            end
        end
        owner_prio = priority_def[resource_owner*TASK_ID_WIDTH +: TASK_ID_WIDTH];
        if (resource_locked && resource_needed[static_winner_id] && (static_winner_prio > owner_prio)) begin
            next_out = (1'b1 << resource_owner);
        end else begin
            if (resource_needed[static_winner_id] && resource_locked) begin
                next_out = 0;
            end else if (inp == 0) begin
                next_out = 0;
            end
            else begin
                next_out = (1'b1 << static_winner_id);
            end
        end
        if (!resource_locked && resource_needed[static_winner_id] && (next_out == (1'b1 << static_winner_id))) begin
            next_resource_locked = 1'b1;
            next_resource_owner = static_winner_id;
        end
        else if (resource_locked && inp[resource_owner] == 1'b0) begin
            next_resource_locked = 1'b0;
        end
    end
endmodule

===== flow/run.sh =====
#!/bin/bash
# OpenROAD 26Q1-2900-gdf79404cd8, Yosys 0.63+post, stock flow scripts
make -C /OpenROAD-flow-scripts/flow DESIGN_CONFIG=/design/flow/config.mk WORK_HOME=/design/flow/orfs finish

==> reports/qor.csv <==
stage,metric,value,unit
run_status,status,"complete, no violations",
drt,DRT Pass-1 Iters,4,
die,width of the die,121,µm
job,MaxCap Viol Count,0,
power_and_ir_drop,combinational share of power,47.5,%
critical_path,crit path launch type,input pin,
power_and_ir_drop,Sw Share,39.2,%
critical_path,CP Class,input pin to register,
drt,WL final,3920,µm
clock_network,"Hold-fix buffers, CTS",0,
power_and_ir_drop,Net Sw Power,0.200,mW
sta,Tightest Pin Transition,0.662,ns
power_and_ir_drop,leakage,0.622,nW
clock_network,postcts setup bufs,0,
synth,post-synth top area share,30.8,%
clock_network,H-tree Lvls,1,
synth,Synth area leader,dfrtp_1,
drt,Via Count,1152,
synth,Synth Seq Share,30.8,%
die,die height,121,µm
synth,Gate Count Post-Synth,121,
synth,Cell variety after synth,42,
sta,crit path time final,3.66,ns
grt,gr usage total,5.28,%
clock_network,CTS tree,yes,
synth,number of enable flip-flop cells,0,
sta,RSZ-0062 raised after global routing,false,
clock_network,Resize count post-CTS,0,
place,Post-DP HPWL,3090,µm
layout,Layout Cells excl Fill,278,
layout,Top cell excl fill/tap,clkdlybuf4s50_1,
sta,"Slew Viols, Final",0,
sta,TNS Setup,0,ns
drt,DR iter-0 viols,60,
clock_network,clk latency of the worst-skew pair,0.26,ns
synth,ys flop type,dfrtp_1,
synth,register bit total from synthesis,15,
sta,Fmax achieved,273,MHz
die,core area,9860,µm²
sta,final worst path period share,64.2,%
place,port bufs,25,
drt,Top Layer Used,met4,
clock_network,"CTS clk-pin slew, worst paths",0.07,ns
drt,met2 wire length,1850,µm
sta,Slew Limit Headroom,55.8,%
synth,post-synthesis area per instance,10.1,µm²
drt,Final ANT Viol Nets,0,
grt,global-route wire length before repair,6220,µm
die,row count,36,
power_and_ir_drop,worst vdd rail ir drop,0.0714,mV
grt,number of global-route vias before repair,1101,
power_and_ir_drop,Int Power,0.311,mW
synth,Syn Std Cell Area,1220,µm²
critical_path,capturing element type of the critical path,register,
layout,Area growth syn-to-layout,36.0,%
grt,initial antenna violation count,0,
sta,final hold violations,0,
drt,DR WL/cell,14.1,µm
clock_network,Num CTS Buffers,3,
place,Final GP Congestion,0.961,
drt,metal3 WL,250,µm
sta,Clock Skew,0.00932,ns
synth,"FFs w/ async S/R, synth",100,%
layout,layout cell share with drive strength beyond 1,13.8,%
clock_network,CTS Buffer Depth,2,
worst_hold_path,worst hold path type,register to register,
grt,gr ovfl total,0,
die,floorplan core density,12.3,%
drt,vias per cell,4.14,
drt,DRC Markers,0,
sta,final setup violation count,0,
synth,yosys warns,3,
drt,met1 WL,1700,µm
power_and_ir_drop,Flop pwr share,34.3,%
synth,Yosys Chip Area,1220,µm²
power_and_ir_drop,clock group share of total power,18.2,%
synth,Top cells by area,"dfrtp_1 31%, mux4_1 8.6%, mux4_2 5.5%",
die,DIE AREA,14600,µm²
place,Placed Cells,274,
synth,number of cells in Yosys stat,121,
clock_network,CTS sink cnt,15,
critical_path,"Req. time, crit path",5.87,ns
clock_network,Root Driver,clkbuf_8,
die,Ports,26,
job,Tool Warnings,25,
drt,Antenna Cells,0,
critical_path,CP Data Arrival Time,3.83,ns
critical_path,"Max FO, Critical Path",10,
power_and_ir_drop,PD cells,309,nW/µm²
layout,Top cells excl fill/tap,"25 x clkdlybuf4s50_1, 15 x dfrtp_1, 11 x inv_1",
grt,pin count of the biggest net entering global routing,16,
-- path summary, 6_finish.rpt --
kind                                  start  depth (start not counted)                 to  slack, ns
worst max-delay path                 inp[1]                          7  resource_owner[1]       2.04
worst min-delay path            value[1][1]                          2        value[1][1]       0.58
worst max register to register  value[2][0]                          8             out[1]       3.06
worst min register to register  value[1][1]                          2        value[1][1]       0.58
max in group asynchronous               rst                          2  resource_owner[1]       3.99
min in group asynchronous               rst                          2  resource_owner[0]       1.28
-- cells by family after synthesis --
kind of cell / after synthesis / share of synthesized area (%)
DFF: 15 / 30.8
muxes: 14 / 20.3
buffers and inverters: 16 / 5.65
adders and majority gates: 2 / 2.06
AOI/OAI and AO/OA: 38 / 24.4
and+or+nand+nor: 36 / 16.8
-- worst max-delay path, cell delays in order --
cell and delay [ns]:
clkdlybuf4s50_1 0.53, mux4_1 0.74, nor4b_1 0.46, nor3_1 0.16
nor2_1 0.45, a21oi_1 0.16, nor3b_2 0.19
-- cell usage after synthesis (all sizes together), types with 2 or more instances --
| cell | number |
|---|---|
| dfrtp | 15 |
| inv | 11 |
| nand2 | 8 |
| o211ai | 8 |
| mux4 | 7 |
| o21ai | 7 |
| nor3 | 6 |
| a21oi | 5 |
| nand3 | 5 |
| mux2 | 4 |
| nor2 | 4 |
| a211o | 3 |
| clkbuf | 3 |
| mux2i | 3 |
| o211a | 3 |
| and3 | 2 |
| buf | 2 |
| ha | 2 |
| nor3b | 2 |
| nor4b | 2 |
| o2bb2ai | 2 |
| o311ai | 2 |
| o32ai | 2 |
| or3 | 2 |
-- power by group through the flow --
stage / Clock [mW] / Combinational (mW) / Sequential [mW]
after CTS: 0.0949 / 0.246 / 0.175
after global routing: 0.100 / 0.269 / 0.181
final: 0.0930 / 0.243 / 0.175
-- flip-flops by register name, summed over array words and instances, names as in the netlist --
signal,count
resource_locked,1
resource_owner,2
value,8
out,4
-- routing by layer --
metal  track usage (%)  vias up
met3              1.32        6
met5                 0        -
met4              1.36        0
met1              6.91      580
met2              8.50       41
li1                  -      525
-- metrics by stage --
stage	setup slack, ns	power [mW]	hold slack [ns]	instance area (µm²)	utilization (%)
after floorplan	2.48	0.315	0.519	1220	-
after global placement	1.87	0.419	0.570	1610	16.3
after detailed placement	1.85	0.420	0.567	1610	16.3
after CTS	2.10	0.516	0.577	1660	16.8
after global routing	1.76	0.551	0.613	1660	16.8
final	2.04	0.511	0.578	1660	16.8
-- final cells by class --
type	count	area (µm²)
clock buffer	3	41.3
clock inverter	1	7.51
fill	1079	8210
inverter	11	41.3
multi-input combinational	90	773
sequential	15	375
tap	133	166
timing repair buffer	25	250
Power and IR drop assume default switching activity.
